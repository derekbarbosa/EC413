**config.mk**
```make
export PLATFORM = sky130hd
export DESIGN_NAME = sixtyfour_ripple
export DESIGN_NICKNAME = sixtyfour_ripple
export VERILOG_FILES = /design/flow/design.v
export SDC_FILE = /design/flow/constraint.sdc
export NUM_CORES = 4
export LEC_CHECK = 1
export CORE_AREA = 10 10 124 124
export DIE_AREA = 0 0 134 134
```
**constraint.sdc**
```tcl
current_design sixtyfour_ripple

set clk_period 31.5
set clk_io_pct 0.2

create_clock -name clk0 -period $clk_period

set non_clock_inputs [all_inputs -no_clocks]
set_input_delay [expr $clk_period * $clk_io_pct] -clock clk0 $non_clock_inputs
set_output_delay [expr $clk_period * $clk_io_pct] -clock clk0 [all_outputs]
```
**design.v**
```verilog
`timescale 1ns / 1ps
module fourbit_ripple(c_out, sum, a, b, c_in);
output c_out;
output [3:0]sum;
input [3:0]a;
input [3:0]b;
input c_in;
wire wire1;
wire wire2;
wire wire3;
FA_str adder1 (wire1, sum[0], a[0], b[0], c_in);
FA_str adder2 (wire2, sum[1], a[1], b[1], wire1);
FA_str adder3 (wire3, sum[2], a[2], b[2], wire2);
FA_str adder4 (c_out, sum[3], a[3], b[3], wire3);
endmodule
`timescale 1ns / 1ns
module AND_T(out, in1, in2);
input in1, in2;
output out;
and		#0		and1(out, in1, in2);
endmodule
`timescale 1ns / 1ns
module FA_str(c_out, sum, a, b, c_in);
input		a, b, c_in;  
output	c_out, sum;  
wire		not_a, not_b, not_c;
wire 		a_notb, nota_b, nota_notb, a_b; 
wire		and1_out, and2_out, and3_out, and4_out;
wire 		or1_out, or2_out;
wire 		b_c, a_c;
wire 		or3_out, or4_out;
not	   not1		(not_a, a);
not	   not2		(not_b, b);
not		not3		(not_c, c_in);
AND_T		and1		(a_notb, a, not_b);
AND_T		and2		(and1_out, a_notb, not_c);
AND_T		and3		(nota_b, not_a, b);
AND_T		and4		(and2_out, nota_b, not_c);
AND_T		and5		(nota_notb, not_a, not_b);
AND_T		and6		(and3_out, nota_notb, c_in);
AND_T		and7		(a_b, a, b);
AND_T		and8		(and4_out, a_b, c_in);
OR_T		or1		(or1_out, and1_out, and2_out);
OR_T		or2		(or2_out, or1_out, and3_out);
OR_T		or3		(sum, or2_out, and4_out);
AND_T		and9		(b_c, b, c_in);
AND_T		and10		(a_c, a ,c_in);
OR_T		or4		(or3_out, a_b, b_c);
OR_T		or5		(or4_out, or3_out, a_c);
OR_T		or6		(c_out, or4_out, and4_out);
endmodule
`timescale 1ns / 1ns
module OR_T(out, in1, in2);
input in1, in2;
output out;
or		#0		or1 (out, in1, in2);
endmodule
`timescale 1ns / 1ps
module sixtyfour_ripple (c_out, sum, a, b, c_in);
output c_out;
output [63:0]sum;
input [63:0]a;
input [63:0]b;
input c_in;
wire [14:0]temp_c;
fourbit_ripple adder1 (temp_c[0], sum[3:0], a[3:0], b[3:0], c_in);
fourbit_ripple adder2 (temp_c[1], sum[7:4], a[7:4], b[7:4], temp_c[0]);
fourbit_ripple adder3 (temp_c[2], sum[11:8], a[11:8], b[11:8], temp_c[1]);
fourbit_ripple adder4 (temp_c[3], sum[15:12], a[15:12], b[15:12], temp_c[2]);
fourbit_ripple adder5 (temp_c[4], sum[19:16], a[19:16], b[19:16], temp_c[3]);
fourbit_ripple adder6 (temp_c[5], sum[23:20], a[23:20], b[23:20], temp_c[4]);
fourbit_ripple adder7 (temp_c[6], sum[27:24], a[27:24], b[27:24], temp_c[5]);
fourbit_ripple adder8 (temp_c[7], sum[31:28], a[31:28], b[31:28], temp_c[6]);
fourbit_ripple adder9 (temp_c[8], sum[35:32], a[35:32], b[35:32], temp_c[7]);
fourbit_ripple adder10 (temp_c[9], sum[39:36], a[39:36], b[39:36], temp_c[8]);
fourbit_ripple adder11 (temp_c[10], sum[43:40], a[43:40], b[43:40], temp_c[9]);
fourbit_ripple adder12 (temp_c[11], sum[47:44], a[47:44], b[47:44], temp_c[10]);
fourbit_ripple adder13 (temp_c[12], sum[51:48], a[51:48], b[51:48], temp_c[11]);
fourbit_ripple adder14 (temp_c[13], sum[55:52], a[55:52], b[55:52], temp_c[12]);
fourbit_ripple adder15 (temp_c[14], sum[59:56], a[59:56], b[59:56], temp_c[13]);
fourbit_ripple adder16 (c_out, sum[63:60], a[63:60], b[63:60], temp_c[14]);
endmodule
```
**run.sh**
```bash
#!/bin/bash
# OpenROAD 26Q1-2900-gdf79404cd8, Yosys 0.63+post, stock flow scripts
make -C /OpenROAD-flow-scripts/flow DESIGN_CONFIG=/design/flow/config.mk WORK_HOME=/design/flow/orfs finish
```
==> GITHUB_STEP_SUMMARY <==
### Metrics collected by this job

| Metric | Value |
|---|---|
| Largest net degree at the start of global routing | 3 |
| Leakage power summed over all cells | 1.23 nW |
| Crit-path max FO | 2 |
| Crit Path Class | in2out |
| Total overflow reported by the global router | 0 |
| Biggest cell delay along the critical path | 0.37 ns |
| Vertical die dimension | 134 um |
| Total count of hold-check failures in the final report | 0 |
| Via count of the first global-routing pass | 1949 |
| FF+latch count | 0 |
| Cell type of the slowest stage on the worst timing path | sky130_fd_sc_hd__fa_2 |
| First-pass detailed-route iteration total | 2 |
| Hold depth | 5 |
| X dimension of the die | 134 um |
| Average via count per standard cell | 3.33 |
| Most frequent cell on the critical path | sky130_fd_sc_hd__fa_2 |
| Yosys cell count | 134 |
| Power per cell area | 19.7 nW/um^2 |
| Number of top-level design ports | 194 |
| Number of remaining DRC errors | 0 |
| Largest vdd supply drop | 0.00732 mV |
| Number of warnings the tools reported | 35 |
| Routability congestion estimate from global placement | 0.800 |
| Floorplan Core Area | 12700 sq um |
| Count of placed standard cells in the final layout, fillers left out | 436 |
| Crit path capture | c_out |
| Ys Warns | 0 |
| Remaining antenna violation count | 0 |
| CP startpoint | a[0] |
| Endpoint class of the critical path | primary output |
| Slew margin rel. | 0.901 |
| Fmax | 28.4 MHz |
| Required @ worst endpoint | 25.20 ns |
| FP Core Util | 0.142 |
| Final Slew Violations | 0 |
| Fin crit period | 35.20 ns |
| Violations in the final reports | negative setup slack |
| Area Overhead vs Synth | 99.8% |
| Overall track demand over capacity in global routing | 0.0836 |
| Post-CTS setup buffer count | 0 |
| Register share after synthesis | 0 |
| Netlist cell types | 5 |
| Final worst path period share | 1.12 |
| Fraction of layout instances using a drive strength above 1 | 0.322 |
| Routed WL per cell | 17.3 um |
| Synth Instances | 134 |
| Startpoint types | primary input |
| Initial antenna violation count | 0 |
| Max-cap violations | 0 |
| Antenna cells | 0 |
| Placed insts | 436 |
| Syn_area_per_cell | 13.4 sq um |
| Chip area | 18000 sq um |
| Slack of the critical path | -3.70 ns |
| Register area | 0 sq um |
| Area share of the largest cell type after synthesis | 0.703 |
| Finish-stage setup viols | 13 |
| Cells taking the most area after synthesis | sky130_fd_sc_hd__fa_1 (70%), sky130_fd_sc_hd__buf_4 (27%), sky130_fd_sc_hd__xor3_1 (1.3%) |
| Post-detailed-placement half-perimeter wirelength | 7.44 mm |
| Total via count in the routed design | 1452 |
| Clkbuf count | 0 |
| Number of DRC markers after the initial detailed-route iteration | 7 |
| Detailed-route wire length | 7.53 mm |
| Number of buffers inserted for hold repair after clock tree synthesis | 0 |
| Most common library cell in the layout ignoring fill and taps | sky130_fd_sc_hd__clkdlybuf4s50_1 |
| Yosys stat area | 1790 sq um |
| Worst Max-Slew Pin Slew | 0.148 ns |
| Worst hold-check slack | 13.35 ns |
| IO buf count | 194 |
| Highest-count cells in the layout ignoring fill and taps | sky130_fd_sc_hd__clkdlybuf4s50_1 (174), sky130_fd_sc_hd__fa_2 (63), sky130_fd_sc_hd__buf_2 (12) |
| Data arrival time of the critical path | 28.90 ns |
| Post-synth top area cell | sky130_fd_sc_hd__fa_1 |
| Type of the most critical hold path | in2out |
| RSZ-0062 raised after global routing | true |
| Outcome | finished with violations |
| Core Rows | 41 |
| End-of-flow core utilization | 0.283 |
| Global-route wire length before repair | 11.4 mm |
| Cell area after synthesis | 1790 sq um |
cells in the mapped netlist (all sizes together):
library cell  count
inv               5
maj3              1
buf              64
xor3              1
fa               63
worst min-delay path by stage:
stage / start / end / slack (ns)
final: b[0] / sum[0] / 13.35
after CTS: b[0] / sum[0] / 13.36
after global routing: b[0] / sum[0] / 13.39
stage by stage:
step	total power (W)	setup WS (ns)	area [sq um]	TNS (ns)
after global placement	0.0000765	-4.70	3650	-40.47
after floorplan	0.0000355	-2.89	1970	-17.49
after CTS	0.0000734	-3.93	3590	-28.94
after detailed placement	0.0000767	-4.72	3650	-40.87
after global routing	0.0000805	-4.23	3580	-33.65
final	0.0000706	-3.70	3580	-27.04
critical path, delay by kind of cell:
kind | cells | cell delay [ns]
buf+inv | 4 | 0.30
fa+ha+maj | 64 | 22.24
report_power, final:
part | internal, W | switching (W) | leakage, nW | total (W)
clock | 0 | 0 | 0 | 0
combinational | 0.0000500 | 0.0000206 | 1.23 | 0.0000706
sequential | 0 | 0 | 0 | 0
total | 0.0000500 | 0.0000206 | 1.23 | 0.0000706
metal layers:
metal	vias up	part of all wire	routed length (um)	global-route usage
li1	595	-	-	-
met1	664	0.34	2580	0.0858
met2	193	0.36	2680	0.116
met3	0	0.30	2270	0.0993
met4	0	0	0	0
met5	-	0	0	0
cell type report:
class	instances	area [sq um]
Fill cell	1320	9090
Inverter	5	36.3
Multi-Input combinational cell	65	1450
Tap cell	172	215
Timing Repair Buffer	194	1880
cells by family (layout without fill, tap and decap cells):
family,after synthesis,count (layout),share of synthesized area
adder cells (fa/ha/maj),64,64,0.709
XOR/XNOR,1,1,0.0132
buffers and inverters,69,199,0.278
repair_timing:
item | in CTS | in global routing
pin swaps | 1 | 1
setup endpoints to repair | 15 | 15
resized | 58 | 8
Power figures rest on the tool's default switching activity, not on a simulated workload.
