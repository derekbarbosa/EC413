==> flow/design.v <==
module DFF(D,      
           Q,      
			  Write,  
			  Reset,  
			  Clk);   
	input D;
	input Write;
	input Reset;
	input Clk;
	output Q;
	reg data;
	assign Q= data;
	always @ (posedge Clk)
	if (Reset) begin
		data <= 1'b0;
	end  else begin
		if(Write)
			data <= D; 
	end
endmodule
`timescale 1ns / 1ps
module Ideal_ALU(R1, R2, R3, ALUOp);
	parameter	word_size = 32;		 
	input  [word_size-1:0] R2, R3;
	input	 [2:0]			  ALUOp;
	output reg [word_size-1:0] R1;	 
 always @ (R2, R3, ALUOp)				 
	begin
		case (ALUOp)
			3'h0: R1 = R2;
			3'h1: R1 = ~R2;
			3'h2: R1 = (R2 + R3);
			3'h3: R1 = (R2 - R3);
			3'h4: R1 = (R2 | R3);
			3'h5: R1 = (R2 & R3);
			3'h6: R1 = (($signed(R2) < $signed(R3))? 1:0);	
		endcase
	end
endmodule
module nbit_demux(DeMuxIn,    
                  DeMuxOut,   
						DeMuxSel);  
parameter SELECT_WIDTH = 3;
input  DeMuxIn;
input  [SELECT_WIDTH-1:0] DeMuxSel;
output [2 ** SELECT_WIDTH-1:0] DeMuxOut;
wire [2 ** SELECT_WIDTH-1:0] select;
generate
	genvar i;  
	assign select[2 ** SELECT_WIDTH-1:0] = 2 ** DeMuxSel[SELECT_WIDTH-1:0];
	for(i= 0;i< 2 ** SELECT_WIDTH;i= i+1)
	begin:demux_loop
		assign DeMuxOut[i] = DeMuxIn & select[i];
	end	
endgenerate
endmodule
module nbit_register_file(WriteData,    
                          ReadData1,    
                          ReadData2,    
                          ReadSelect1,  
                          ReadSelect2,  
                          WriteSelect,  
                          WriteEnable,  
                          Reset,        
                          Clk);         
parameter REG_SELECT_WIDTH = 5;
parameter DATA_WIDTH = 32;
input [DATA_WIDTH-1:0]       WriteData;
input [REG_SELECT_WIDTH-1:0] ReadSelect1;
input [REG_SELECT_WIDTH-1:0] ReadSelect2;
input [REG_SELECT_WIDTH-1:0] WriteSelect;
input WriteEnable;
input Reset;
input Clk;
output [DATA_WIDTH-1:0] ReadData1;
output [DATA_WIDTH-1:0] ReadData2;
wire [DATA_WIDTH-1:0] w_reg_to_outmux [2 ** REG_SELECT_WIDTH-1:0];
wire [2 ** REG_SELECT_WIDTH-1:0] w_write_select;
assign ReadData1 = w_reg_to_outmux[ReadSelect1];
assign ReadData2 = w_reg_to_outmux[ReadSelect2];
nbit_demux #(REG_SELECT_WIDTH) writeselect (WriteEnable, w_write_select, WriteSelect);
generate
	genvar i,j;  
	for(i= 0;i< DATA_WIDTH;i= i+1)
	begin:reg_loop1
		 for(j= 0;j< 2 ** REG_SELECT_WIDTH;j= j+1)
		 begin:reg_loop2
			 DFF DFFS (WriteData[i],w_reg_to_outmux[j][i],w_write_select[j],Reset,Clk);
		 end
	end
endgenerate
endmodule
`timescale 1ns / 1ps
module two_one_mux (out, data_2, immediate, data_source);
input [31:0] data_2;
input [15:0] immediate;
input data_source;
output reg [31:0] out;
always @ (data_2 or immediate or data_source) begin
	if(data_source)
	begin
	out[31:16] <= 16'b0;
  	out[15:0] <= immediate;
  	end
  else
  	out <= data_2;
end
endmodule
`timescale 1ns / 1ps
module S1_pipe(read_select_1, read_select_2, immediate, data_source, alu_operation, write_select, write_enable, InstIn, clk, reset);
output reg [4: 0] read_select_1, read_select_2, write_select;
output reg data_source;
output reg write_enable;
output reg [2:0] alu_operation;
output reg [15:0] immediate;
input [31:0] InstIn;
input clk;
input reset;
always @ (posedge clk)
begin
    if (reset)
    begin
        write_enable <= 1'b0;
        data_source <= 1'b0;
        alu_operation <= 3'b0;
        write_select <= 5'b0;
        read_select_1 <= 5'b0;
        read_select_2 <= 5'b0;
        immediate <= 16'b0;
    end
    else
        write_enable <= InstIn[30];
        data_source <= InstIn[29];
        alu_operation <= InstIn[28:26];
        write_select <= InstIn[25:21];
        read_select_1 <= InstIn[20:16];
        read_select_2 <= InstIn[15:11];
        immediate <= InstIn[15:0];
end
endmodule
`timescale 1ns / 1ps
module S2_pipe(data_1, data_2, immediate_s2, data_source_s2, alu_operation_s2, write_select_s2, write_enable_s2,
								read_data_1, read_data_2, immediate, data_source, alu_operation, write_select, write_enable, clk, reset);
output reg [31:0] data_1, data_2;
output reg [15:0] immediate_s2;
output reg data_source_s2;
output reg  write_enable_s2;
output reg [2:0] alu_operation_s2;
output reg [4:0] write_select_s2;
input [31:0] read_data_1, read_data_2;
input [15:0] immediate;
input data_source, write_enable;
input [2:0] alu_operation;
input [4:0] write_select;
input clk;
input reset;
always @ (posedge clk)
begin
    if (reset)
    begin
        data_1 <= 32'b0;
        data_2 <= 32'b0;
        immediate_s2 <= 16'b0;
        data_source_s2 <= 1'b0;
        write_enable_s2 <= 1'b0;
        alu_operation_s2 <= 3'b0;
        write_select_s2 <= 5'b0;
    end
    else
        data_1 <= read_data_1;
        data_2 <= read_data_2;
        immediate_s2 <= immediate;
        data_source_s2 <= data_source;
        write_enable_s2 <= write_enable;
        alu_operation_s2 <= alu_operation;
        write_select_s2 <= write_select;
    end
endmodule
`timescale 1ns / 1ps
module S3_pipe(ALU_out_s3, write_select_s2, write_enable_s2, write_select_s3, write_enable_s3, ALU_out, clk, reset);
parameter data_width = 32;
parameter select_width = 5;
output reg [31:0] ALU_out_s3;
output reg write_enable_s3;
output reg [4:0] write_select_s3;
input [31:0] ALU_out;
input write_enable_s2;
input [4:0] write_select_s2;
input clk;
input reset;
always @ (posedge clk)
begin
    if (reset)
    begin
        write_select_s3 <= 5'b0;
        write_enable_s3 <= 5'b0;
        ALU_out_s3 <= 32'b0;
    end
    else
        write_select_s3 <= write_select_s2;
        write_enable_s3 <= write_enable_s2;
        ALU_out_s3 <= ALU_out;
end
endmodule
`timescale 1ns / 1ps
module big_throbbing_pipes(ALUOut, reset, clk, InstIn);
parameter data_width = 32;
parameter select_width = 5;
input reset;
input clk;
input [31:0] InstIn;
output [31:0] ALUOut;
wire [15:0] s1_s2_imm;
wire s1_s2_datasrc;
wire [2:0] s1_s2_ALUop;
wire s1_s2_writeenable;
wire [4:0] s1_s2_writeselect;
wire [4:0] s1_reg_readselect1;
wire [4:0] s1_reg_readselect2;
wire [31:0] reg_s2_readdata1;
wire [31:0] reg_s2_readdata2;
wire [4:0] s2_s3_writeselect;
wire s2_s3_writeenable;
wire [15:0] s2_mux_imm;
wire s2_mux_datasrc;
wire [31:0] s2_mux_readdata2;
wire [31:0] s2_ALU_readdata1;
wire [2:0] s2_ALU_ALUop;
wire [31:0] mux_ALU_muxout;
wire [31:0] s3_global_ALUout;
wire [31:0] alu_s3_ALUout;
wire [4:0] s3_reg_writeselect;
wire s3_reg_writeenable;
wire [31:0] s3_reg_ALUout;
S1_pipe stage1(
																.read_select_1(s1_reg_readselect1),
                                                                .read_select_2(s1_reg_readselect2),
                                                                .immediate(s1_s2_imm),
                                                                .data_source(s1_s2_datasrc),
                                                                .alu_operation(s1_s2_ALUop),
                                                                .write_select(s1_s2_writeselect),
                                                                .write_enable(s1_s2_writeenable),
                                                                .InstIn(InstIn),
                                                                .clk(clk),
                                                                .reset(reset)
                                                                );
nbit_register_file reg_file (
																		.WriteData(s3_reg_ALUout),
																     	.ReadData1(reg_s2_readdata1),
                                                                        .ReadData2(reg_s2_readdata2),
                                                                        .ReadSelect1(s1_reg_readselect1),
                                                                        .ReadSelect2(s1_reg_readselect2),
                                                                        .WriteSelect(s3_reg_writeselect),
                                                                        .WriteEnable(s3_reg_writeenable),  
                                                                        .Reset(reset),
                                                                        .Clk(clk)                                                              
                                                                         );
S2_pipe stage2(
																	   .data_1(s2_ALU_readdata1),
																	   .data_2(s2_mux_readdata2), 
                                                                       .immediate_s2(s2_mux_imm),
                                                                       .data_source_s2(s2_mux_datasrc), 
                                                                       .alu_operation_s2(s2_ALU_ALUop), 
                                                                       .write_select_s2(s2_s3_writeselect), 
                                                                       .write_enable_s2(s2_s3_writeenable),
																	   .read_data_1(reg_s2_readdata1), 
                                                                       .read_data_2(reg_s2_readdata2), 
                                                                       .immediate(s1_s2_imm), 
                                                                       .data_source(s1_s2_datasrc), 
                                                                       .alu_operation(s1_s2_ALUop), 
                                                                       .write_select(s1_s2_writeselect), 
                                                                       .write_enable(s1_s2_writeenable),
                                                                       .clk(clk),
                                                                       .reset(reset)
                                                                       );
two_one_mux mux(
																	    .out(mux_ALU_muxout),
                                                                        .data_2(s2_mux_readdata2),
                                                                        .immediate(s2_mux_imm),
                                                                        .data_source(s2_mux_datasrc)
                                                                        );
Ideal_ALU ALU(
										.R1(alu_s3_ALUout),
										.R2(s2_ALU_readdata1),
                                        .R3(mux_ALU_muxout),
                                        .ALUOp(s2_ALU_ALUop)
                                        );
S3_pipe stage3(
																	   .ALU_out_s3(s3_reg_ALUout), 
																	   .write_select_s2(s2_s3_writeselect), 
                                                                       .write_enable_s2(s2_s3_writeenable), 
                                                                       .write_select_s3(s3_reg_writeselect), 
                                                                       .write_enable_s3(s3_reg_writeenable), 
                                                                       .ALU_out(alu_s3_ALUout),
                                                                       .clk(clk),
                                                                       .reset(reset)
                                                                       );
assign ALUOut = s3_reg_ALUout;
endmodule
==> flow/run.sh <==
#!/bin/bash
# OpenROAD 26Q1-2900-gdf79404cd8, Yosys 0.63+post, stock flow scripts
make -C /OpenROAD-flow-scripts/flow DESIGN_CONFIG=/design/flow/config.mk WORK_HOME=/design/flow/orfs finish
==> flow/config.mk <==
export PLATFORM = sky130hd
export DESIGN_NAME = big_throbbing_pipes
export DESIGN_NICKNAME = big_throbbing_pipes
export VERILOG_FILES = /design/flow/design.v
export SDC_FILE = /design/flow/constraint.sdc
export NUM_CORES = 4
export LEC_CHECK = 1
export CORE_UTILIZATION = 50
==> flow/constraint.sdc <==
current_design big_throbbing_pipes

set clk_period 6.1
set clk_io_pct 0.2

create_clock -name clk0 -period $clk_period [get_ports {clk}]

set non_clock_inputs [all_inputs -no_clocks]
set_input_delay [expr $clk_period * $clk_io_pct] -clock clk0 $non_clock_inputs
set_output_delay [expr $clk_period * $clk_io_pct] -clock clk0 [all_outputs]
==> reports/metrics.yaml <==
status:
  run_status: "complete, no violations"
global_routing:
  grt_max_degree: 147
  grt_antenna_before_repair: 27
  globalRouteTotalUtil_pct: 58.6
  grt.overflow.total: 0
  first_pass_grt_wire_length_microns: 451000
  grt_pass1_vias: 58300
worst_setup_path:
  crit_buf_inv: 2
  worstPathArrival_ns: 4.60
  crit_path_max_incr_delay_ns: 0.96
  timing.reg2reg.worst_path_depth: 9
  cp_top_family: "simple AND/OR/NAND/NOR gates"
  cpMostUsedCell: "sky130_fd_sc_hd__buf_4"
  startpoint_types: "flop"
  cp_num_cells: 9
  timing.critical_path.from: "stage1.read_select_2[4]"
  critPathRequiredTime_ns: 6.70
  crit_path_cell_trace: "nand2b_1 > nor2_4 > buf_4 > buf_4 > a22o_1 > a221oi_1 > nand4_1 > nor3_1 > a21oi_1"
  timing.rr.start: "stage1.read_select_2[4]"
  crit_fanout: 15
  path_class: "reg -> reg"
  worstSetupEndpointType: "flop"
  slowest_stage: "sky130_fd_sc_hd__nor3_1"
detailed_routing:
  drc: 0
  detailedRoute.firstIterationViolations: 9820
  wl_microns: 332000
  wl_per_cell_microns: 37.8
  dr.pass1.iters: 10
  postRouteAntennaNets: 0
  post_drt_via_cell_ratio: 7.36
  routed-via-count: 64700
sta:
  finalSetupViolations: 0
  timing.final.max_slew_violations: 0
  unclocked_pins: 32
  worstMarginPinSlew_ns: 1.26
  slew_margin_rel_pct: 15.5
  unconstrained_endpoints: 64
  maxClockFrequency_mhz: 250
  worst_case_clock_skew_ns: 0.0379
  rsz0062_at_grt: "false"
  timing.final.crit_share_pct: 65.6
  hold_violations: 0
  fin_worst_hold_slack_ns: 0.324
  period_needed_ns: 4.00
  tns_ns: 0
yosys:
  syn_area_sq_um: 56700
  synth.yosys.warnings: 7
  main_area_contributors: "sky130_fd_sc_hd__dfxtp_1 42%, sky130_fd_sc_hd__nand2_1 14%, sky130_fd_sc_hd__a21oi_1 10%"
  yosys_register_bits: 1215
  post_synth_num_cell_types: 79
  yosysTopAreaCell: "sky130_fd_sc_hd__dfxtp_1"
  ys.flop_type: "sky130_fd_sc_hd__dfxtp_1"
  avgSynthCellArea_sq_um: 7.67
  synthDominantCellAreaShare_pct: 41.8
  syn-instance-count: 7399
  yosys-stat-cells: 7399
  yosys-top-cells-count: "2131 x sky130_fd_sc_hd__nand2_1, 1183 x sky130_fd_sc_hd__dfxtp_1, 1175 x sky130_fd_sc_hd__a21oi_1"
  synth-async-reset-ratio_pct: 0
  yosys.stat.chipArea_sq_um: 56700
  synthMostInstantiatedCell: "sky130_fd_sc_hd__nand2_1"
  enable_flop_cells: 0
clock_network:
  clockRootBuffer: "sky130_fd_sc_hd__clkbuf_16"
  tritoncts: "built"
  cts.repair_timing.setup_buffer_count: 0
  ctsHoldBuffers: 0
  tritoncts.num_buffers: 132
  htree_levels: 4
  total_of_cells_resized_after_clock_tree_synthesis: 0
  clock_transition_at_path_regs_ns: 0.06
  maximum_clock_path_buffer_count: 3
  worst_skew_pair.late_latency_ns: 0.78
finish:
  areaGrowthSynthToFinish_pct: 12.3
  final.fill_count: 10300
  layout.core_utilization_pct: 56.6
  ratio_of_cells_with_drive_above_1_in_the_final_layout_pct: 8.87
hold_path:
  holdCritPathClass: "reg -> reg"
  min_delay_path_depth: 0
  hold_path.startpoint: "stage1.immediate[7]"
power:
  power_per_cell_area_nw_per_um2: 266
  net_switching_fraction_of_the_power_pct: 24.9
  seq_power_share_pct: 46.3
  design_power_total_w: 0.0169
  power.share.clock_pct: 47.9
  pwr-share-comb_pct: 5.8
  p_leak_nw: 21.3
  power.switching_w: 0.00420
  power.ir.vdd_worst_mv: 0.296
  p_int_w: 0.0127
floorplanning:
  die_w_microns: 339
  core_util_floorplan_pct: 50.4
  height_of_the_die_microns: 339
  chip_area_sq_um: 115000
  core_area_sq_um: 112000
  design.portCount: 66
  cell_row_count: 123
flow_run:
  tool_warnings: 149
  maxCapViolations: 0
placed_design:
  port-buffer-count: 64
  gp_congestion: 1.09
  hpwl_microns: 185000
metal layers:
metal	wire length (microns)	vias to the layer above	track usage (%)
met1	109000	30100	68.3
met3	65200	2360	44.7
met2	122000	6390	72.6
met5	2400	-	17.4
met4	32600	69	38.5
li1	-	25900	-
path summary, 6_finish.rpt:
path,to,slack (ns)
setup / recovery,stage2.data_2[3],2.10
hold / removal,stage2.immediate_s2[7],0.32
setup reg to reg,stage2.data_2[3],2.10
hold reg to reg,stage2.immediate_s2[7],0.32
cells in the final DEF, fill, tap and decap left out, drive strengths merged, types with 103 or more instances in the layout:
cell and count:
nor3 125, buf 264, nor2 232, ha 124, inv 103, nand2 2131
a22o 284, dfxtp 1183, clkbuf 194, nand4 131, a22oi 365, a21oi 1175
a221oi 313
worst register-to-register path, cell delays in order, from the launching register on:
cell and delay (ns):
sky130_fd_sc_hd__dfxtp_1 0.36, sky130_fd_sc_hd__nand2b_1 0.70, sky130_fd_sc_hd__nor2_4 0.18, sky130_fd_sc_hd__buf_4 0.37, sky130_fd_sc_hd__buf_4 0.41, sky130_fd_sc_hd__a22o_1 0.25, sky130_fd_sc_hd__a221oi_1 0.28, sky130_fd_sc_hd__nand4_1 0.17
sky130_fd_sc_hd__nor3_1 0.96, sky130_fd_sc_hd__a21oi_1 0.17
cell families (layout without fill, tap and decap cells):
logic type	after synthesis	count (layout)	share of synthesized area, %
AND/OR/NAND/NOR	2813	2813	20.2
AND-OR/OR-AND	2414	2414	28.3
flip-flops	1183	1183	41.8
buffers and inverters	808	658	5.65
adder cells (fa/ha/maj)	126	126	2.81
latches	32	32	0.847
multiplexers	18	18	0.318
XOR/XNOR	5	5	0.0772
other	0	44	0
power groups by stage:
stage | sequential, W | combinational, W | clock, W
4_1_cts | 0.00784 | 0.000895 | 0.00805
5_1_grt | 0.00784 | 0.000970 | 0.00837
6_report | 0.00784 | 0.000973 | 0.00810
metrics by stage:
stage	instances	cell area (sq um)	setup slack (ns)
final	8793	63700	2.10
after global routing	8757	63600	2.20
after CTS	8749	63600	2.61
after detailed placement	8514	59300	2.60
after global placement	8514	59300	2.63
after floorplan	7399	56700	3.64
sequential cells by signal (all words and copies together), names as in the netlist:
name and flops:
stage1.alu_operation 3, stage2.alu_operation_s2 3, stage1.data_source 1, stage3.write_enable_s3 1, stage2.immediate_s2 16, ALU.R1 32
stage1.write_enable 1, stage2.write_enable_s2 1, stage3.ALU_out_s3 32, stage2.data_2 32, stage1.read_select_2 5, stage2.data_1 32
stage1.read_select_1 5, stage3.write_select_s3 5, stage2.data_source_s2 1, stage1.write_select 5, stage1.immediate 11, stage2.write_select_s2 5
reg_file.reg_loop1.reg_loop2.DFFS.data 1024
cell type report:
class | count | area (sq um) | share of cell area [%]
inverter | 96 | 360 | 0.566
timing repair buffer | 327 | 2730 | 4.29
tap | 1500 | 1880 | 2.95
multi-input combinational | 5376 | 30100 | 47.3
sequential | 1215 | 24200 | 37.9
clock buffer | 194 | 3910 | 6.14
antenna | 44 | 110 | 0.173
clock inverter | 41 | 415 | 0.652
Power and IR drop assume default switching activity.
