==> design.v <==
`timescale 1ns / 1ps
module fourbit_ripple(c_out, sum, a, b, c_in);
output c_out;
output [3:0]sum;
input [3:0]a;
input [3:0]b;
input c_in;
wire wire1;
wire wire2;
wire wire3;
FA_str adder1 (wire1, sum[0], a[0], b[0], c_in);
FA_str adder2 (wire2, sum[1], a[1], b[1], wire1);
FA_str adder3 (wire3, sum[2], a[2], b[2], wire2);
FA_str adder4 (c_out, sum[3], a[3], b[3], wire3);
endmodule
`timescale 1ns / 1ns
module AND_T(out, in1, in2);
input in1, in2;
output out;
and		#0		and1(out, in1, in2);
endmodule
`timescale 1ns / 1ns
module FA_str(c_out, sum, a, b, c_in);
input		a, b, c_in;  
output	c_out, sum;  
wire		not_a, not_b, not_c;
wire 		a_notb, nota_b, nota_notb, a_b; 
wire		and1_out, and2_out, and3_out, and4_out;
wire 		or1_out, or2_out;
wire 		b_c, a_c;
wire 		or3_out, or4_out;
not	   not1		(not_a, a);
not	   not2		(not_b, b);
not		not3		(not_c, c_in);
AND_T		and1		(a_notb, a, not_b);
AND_T		and2		(and1_out, a_notb, not_c);
AND_T		and3		(nota_b, not_a, b);
AND_T		and4		(and2_out, nota_b, not_c);
AND_T		and5		(nota_notb, not_a, not_b);
AND_T		and6		(and3_out, nota_notb, c_in);
AND_T		and7		(a_b, a, b);
AND_T		and8		(and4_out, a_b, c_in);
OR_T		or1		(or1_out, and1_out, and2_out);
OR_T		or2		(or2_out, or1_out, and3_out);
OR_T		or3		(sum, or2_out, and4_out);
AND_T		and9		(b_c, b, c_in);
AND_T		and10		(a_c, a ,c_in);
OR_T		or4		(or3_out, a_b, b_c);
OR_T		or5		(or4_out, or3_out, a_c);
OR_T		or6		(c_out, or4_out, and4_out);
endmodule
`timescale 1ns / 1ns
module OR_T(out, in1, in2);
input in1, in2;
output out;
or		#0		or1 (out, in1, in2);
endmodule
`timescale 1ns / 1ns
module Four_bit_mux (sout, cout, select, sum_one, sum_zero, c1_in, c0_in);
output reg cout;
output reg [31:0] sout;
input select;
input [63:32]sum_one;
input [63:32]sum_zero;
input c1_in;
input c0_in;
always @ (select or sum_one or sum_zero)
begin
    if(select) begin
        sout = sum_one;
        cout = c1_in;
    end
    else begin
        sout = sum_zero;
        cout = c0_in;
    end
end
endmodule
`timescale 1ns / 1ps
module select_carry_adder(cout,sum,a,b,cin);
input [63:0] a;
input [63:0] b;
input cin;
output cout;
output [63:0] sum;
wire c_out_lower;
wire c_out_upper_one;
wire c_out_upper_zero;
wire [63:32] sum_zero;
wire [63:32] sum_one;
RCA_32b_str lower_32(c_out_lower, sum[31:0], a[31:0], b[31:0], 0);
RCA_32b_str upper_32_zero(c_out_upper_zero, sum_zero, a[63:32], b[63:32],0);
RCA_32b_str upper_32_one(c_out_upper_one, sum_one, a[63:32], b[63:32], 1);
Four_bit_mux mux(sum[63:32], cout, c_out_lower, sum_zero, sum_one,c_out_upper_one, c_out_upper_zero);
endmodule
`timescale 1ns / 1ns
module FA_16b(cout, sum, a, b, cin);
    output cout;
    output [15:0]sum;
    input [15:0]a;
    input [15:0]b;
    input cin;
    wire c1;
    wire c2;
    wire c3;
    fourbit_ripple F4b1(c1, sum[3:0], a[3:0], b[3:0], cin);
    fourbit_ripple F4b2(c2, sum[7:4], a[7:4], b[7:4], c1);
    fourbit_ripple F4b3(c3, sum[11:8], a[11:8], b[11:8], c2);
    fourbit_ripple F4b4(cout, sum[15:12], a[15:12], b[15:12], c3);
 endmodule
module RCA_32b_str(cout,sum,a,b,cin);
output cout;
output [31:0] sum;
input [31:0] a;
input [31:0] b;
input cin;
wire c1;
FA_16b FA16_1(c1, sum[15:0], a[15:0], b[15:0],cin);
FA_16b FA16_2(cout, sum[31:16], a[31:16], b[31:16],c1);
endmodule
==> run.sh <==
#!/bin/bash
# OpenROAD 26Q1-2900-gdf79404cd8, Yosys 0.63+post, stock flow scripts
make -C /OpenROAD-flow-scripts/flow DESIGN_CONFIG=/design/flow/config.mk WORK_HOME=/design/flow/orfs finish
==> config.mk <==
export PLATFORM = sky130hd
export DESIGN_NAME = select_carry_adder
export DESIGN_NICKNAME = select_carry_adder
export VERILOG_FILES = /design/flow/design.v
export SDC_FILE = /design/flow/constraint.sdc
export NUM_CORES = 4
export LEC_CHECK = 1
export CORE_UTILIZATION = 50
==> constraint.sdc <==
current_design select_carry_adder

set clk_period 12.3
set clk_io_pct 0.2

create_clock -name clk0 -period $clk_period

set non_clock_inputs [all_inputs -no_clocks]
set_input_delay [expr $clk_period * $clk_io_pct] -clock clk0 $non_clock_inputs
set_output_delay [expr $clk_period * $clk_io_pct] -clock clk0 [all_outputs]
==> metrics.csv <==
metric;value;unit
yosysCellCount;172;
toolErrorMsg;[ERROR DPL-0036] Detailed placement failed.;
placement.io_buffers;193;
status;did not finish;
yosysWarnings;4;
die_x;75.6;µm
globalplace.congestion;0.797;
flow.stopped_at;3_5_place_dp;
num_rows;26;
synth.largest_area_cell;fa_1;
ys_types;10;
yosys-top-cells-area;fa_1, mux2_4, buf_4, buf_12, ha_1;
initial_core_util;0.523;
io_pins;194;
dieHeight;75.6;µm
post_synth.cell_area_avg;15.7;µm²
synthesis_area_per_yosys;0.00271;mm²
yosys.area.top_type_share;0.688;
synth.cell_area;0.00271;mm²
ys_seq_frac;0;
instance_count_of_the_mapped_netlist;172;
-- cells in the mapped netlist --
cell type	number
buf_4	32
inv_1	7
buf_6	1
fa_1	93
mux2i_1	2
ha_1	3
buf_12	3
mux2_4	27
xnor2_1	1
mux2_2	3
-- kinds of logic after synthesis --
logic type               after synthesis  synth area share
multiplexers                          32             0.170
XOR/XNOR                               1           0.00324
adder cells (fa/ha/maj)               96             0.702
buffers and inverters                 43             0.125
-- stage by stage --
step              hold WS (ns)  TNS [ns]  instance area, µm²  setup slack [ns]
global placement          5.96   -190.92                4660             -4.92
floorplan                 5.09   -145.45                2930             -3.83
